<file path="flow/design.v">
module alu8 (
    input  wire       clk,
    input  wire       load,        
    input  wire       clear,       
    input  wire       sum_out,     
    input  wire       subtract,    
    input  wire [7:0] a,           
    input  wire [7:0] b,           
    output wire [7:0] bus,         
    output reg  [1:0] flags        
);
    reg zero, carry;
    reg [7:0] data;
    assign bus = (sum_out) ? data : 8'bz;
    always @(*) begin
        if (subtract)
            {carry, data} = a - b;
        else
            {carry, data} = a + b;
        zero = (data == 0);
    end
    always @(posedge clk or posedge clear) begin
        if (clear)
            flags <= 0;
        else
            if (load)
                flags <= {carry, zero};
    end
endmodule
</file>
<file path="flow/run.sh">
#!/bin/bash
# OpenROAD 26Q1-2900-gdf79404cd8, Yosys 0.63+post, stock flow scripts
make -C /OpenROAD-flow-scripts/flow DESIGN_CONFIG=/design/flow/config.mk WORK_HOME=/design/flow/orfs finish
</file>
<file path="flow/config.mk">
export PLATFORM = sky130hd
export DESIGN_NAME = alu8
export DESIGN_NICKNAME = alu8
export VERILOG_FILES = /design/flow/design.v
export SDC_FILE = /design/flow/constraint.sdc
export NUM_CORES = 4
export LEC_CHECK = 1
export CORE_AREA = 10 10 76 76
export DIE_AREA = 0 0 86 86
</file>
<file path="flow/constraint.sdc">
current_design alu8

set clk_period 7.1
set clk_io_pct 0.2

create_clock -name clk0 -period $clk_period [get_ports {clk}]

set non_clock_inputs [all_inputs -no_clocks]
set_input_delay [expr $clk_period * $clk_io_pct] -clock clk0 $non_clock_inputs
set_output_delay [expr $clk_period * $clk_io_pct] -clock clk0 [all_outputs]
</file>
==> CHANGELOG.md <==
## Flow update

* Worst VDD drop at approximately 0.04 mV
* Die Size at between 7000 and 8000 µm²
* Fmax at 172 MHz
* Setup crit end kind: output port
* Worst Clk Skew at 0 ps
* Total track usage at 5.03%
* Initial antenna violation count at 0
* Gate Count Post-Synth at around 88
* Die Wd at 86 µm
* RSZ-0062 raised after global routing: no
* Post-Syn Area at between 600 and 700 µm²
* Core ar. at 4120 µm²
* Final Hold Fails at 0
* Yosys stat cell total at 88
* Hold Slack at 509 ps
* Pwr/cell area at around 160 nW/µm²
* Switching part of the total at between 30% and 40%
* Post-CTS Resized at 0
* Status: finished, final reports clean
* FP Rows at 23
* Die height at 86 µm
* FF+latch count, synth at 2
* Max Buffers Root-to-Sink at 2
* DR pass1 iterations at 4
* Sw Pwr at a little over 50 µW
* Via/cell ratio at ~4
* Post-synth area hogs: ha_1 17%, xnor2_1 9.4%, dfrtp_1 7.7%, inv_1 7.5%, nor2_1 6.9%
* Via count at 677
* Post-layout minimum cycle time at roughly 5800 ps
* Layout cells sized above 1 at approximately 7.6%
* Post-detail-place hpwl at approximately 1.7 mm
* Layout area overhead at 60.0%
* Slew @ Worst Pin at between 300 and 400 ps
* Largest regs: flags: 2 flops
* Pint at 112 µW
* DRC viols at 0
* Relative slew slack at around 80%
* Number of DRC violations after detailed-routing iteration 0 at 19
* Yosys Chip Area at between 600 and 700 µm²
* R2R setup slack at 6360 ps
* Setup crit start kind: primary input
* Antenna Nets Post-Route at 0
* Critical path start-end classification: primary input to output port
* CTS root buf: clkbuf_8
* Vias in the first global route at 720
* Largest net degree at the start of global routing at 9
* Wirelength per Cell at approximately 11 µm
* Max cap viols at 0
* Clock sinks at 2
* Yosys top cell area share at between 10% and 20%
* Clock network power share at 27.1%
* Crit Path Max Fanout at 4
* Worst Slack Setup Final at between 1000 and 1500 ps
* Sequential share of power at ~8.8%
* Fp_density at approximately 16%
* Slew Limit Fails at 0
* Total CTS buffers at 3
* Synth unique cells at 34
* Clk pin slew, worst setup/hold paths at 30 ps
* Drt total wl at around 1.9 mm
* Number of diodes at 0
* Post-CTS Setup Repair Bufs at 0
* Global-route wire length before repair at a little over 3 mm
* Filler instances at between 400 and 500
* Setup Viol. Count Final at 0
* Final period util at slightly above 80%
* Pre-CTS WS at 1280 ps
* Routability cong. at 0.752
* Total negative slack at 0 ps
* Ports at 31
* H-Tree Depth at 1
* Gate power share at between 60% and 70%
* Port bufs at 29
* Leading area contributor after synthesis: ha_1
* Avg Inst Size Synth at ~7.4 µm²
* Seq/Total Area, Yosys at a little under 8%
* Gr ovfl total at 0
* Req. time, crit path at ~5700 ps
* CP Data Arrival Time at 4380 ps
* Leak Pwr at roughly 0.00045 µW
* Power, Total at ~160 µW
* Tool Warnings at 26
* Reg with most FFs: flags
* Worst skew pair latency at ~210 ps
* YS warnings at 2
* CTS tree: yes
* Cts-stage hold buffer count at 0
* Max reg flops at 2
* HP Class: register to register
power groups by stage:
| stage | Sequential (µW) | Combinational, µW | Clock [µW] |
|---|---|---|---|
| CTS | 14.4 | 107 | 45.7 |
| global route | 14.8 | 119 | 47.1 |
| finish | 14.3 | 104 | 44.0 |
synthesized netlist by cell type:
cell type	n
a21boi_0	2
nor3_1	3
a21oi_2	1
dfrtp_1	2
o211a_1	1
nor2_1	12
o22ai_1	2
or2_1	1
fa_1	1
o32ai_1	1
a21bo_1	1
a211oi_1	1
nand3b_1	1
a221oi_1	1
nor2b_1	1
o21ai_0	1
mux2i_1	1
inv_1	13
and3_2	1
a2111o_1	1
o221a_2	1
xnor2_1	7
o2111ai_1	1
nand2_1	3
mux2_2	2
nor3_2	1
xor2_1	3
ha_1	9
nand2b_1	2
a21oi_1	6
clkbuf_1	1
or4_1	1
or3b_1	1
nand3_1	2
worst max-delay path, stage by stage:
cell,delay (ps)
clkdlybuf4s50_1,470
inv_1,80
ha_1,150
or3b_1,390
nor3_2,150
nor2_1,70
xnor2_1,130
ha_1,320
a21oi_1,290
a21boi_0,170
a21oi_1,240
clkdlybuf4s50_1,500
cell usage in the layout, fill, tap and decap left out:
cell type and count:
a2111o_1 1, a221oi_1 1, nor3_1 3, or2_1 1
nand3b_1 1, clkbuf_8 3, inv_1 13, o221a_2 1
ha_1 9, nand3_1 2, nand2b_1 2, o32ai_1 1
nand2_1 3, nor2b_1 1, a211oi_1 1, a21oi_2 1
xor2_1 3, mux2i_1 1, and3_2 1, or4_1 1
or3b_1 1, o21ai_0 1, a21bo_1 1, o2111ai_1 1
nor3_2 1, o22ai_1 2, o211a_1 1, a21boi_0 2
clkdlybuf4s50_1 29, nor2_1 12, a21oi_1 6, fa_1 1
mux2_2 2, xnor2_1 7, dfrtp_1 2
stage by stage:
stage	instance area, µm²	util, %	std cells
2_1_floorplan	651	-	88
3_3_place_gp	1000	24.3	166
3_5_place_dp	1000	24.3	166
4_1_cts	1040	25.3	169
5_1_grt	1040	25.3	169
6_report	1040	25.3	169
cell families (layout without fill, tap and decap cells):
logic type,Yosys count,after routing,share of synthesized area [%]
AND-OR/OR-AND,20,20,22.7
XOR/XNOR,10,10,13.5
adder cells (fa/ha/maj),10,10,20.4
buffers and inverters,14,45,8.08
flip-flops,2,2,7.69
multiplexers,3,3,5.00
AND/OR/NAND/NOR,29,29,22.7
cell type report:
cell class                 instances  area (µm²)  area share [%]
multi-input combinational         72         548            52.6
timing repair buffer              29         290            27.9
tap                               50        62.6            6.01
sequential                         2        50.0            4.81
inverter                          13        48.8            4.69
clock buffer                       3        41.3            3.97
final timing paths:
| path | startpoint | endpoint | depth (start not counted) |
|---|---|---|---|
| hold reg to reg | flags[1]$_DFFE_PP0P_ | flags[1]$_DFFE_PP0P_ | 1 |
| hold / removal | flags[1]$_DFFE_PP0P_ | flags[1]$_DFFE_PP0P_ | 1 |
| min in group asynchronous | clear | flags[0]$_DFFE_PP0P_ | 2 |
| setup reg to reg | flags[1]$_DFFE_PP0P_ | flags[1]$_DFFE_PP0P_ | 1 |
| max in group asynchronous | clear | flags[1]$_DFFE_PP0P_ | 2 |
| setup / recovery | b[0] | bus[7] | 12 |
per-layer routing:
| metal | GRT usage, % | vias up | share of wire, % |
|---|---|---|---|
| met1 | 6.43 | 275 | 49 |
| li1 | - | 378 | - |
| met5 | 0 | - | 0 |
| met3 | 1.81 | 2 | 9.6 |
| met2 | 7.91 | 22 | 40 |
| met4 | 1.05 | 0 | 1.6 |
Power is estimated from default activity; no workload was simulated.
