$ cat flow/design.v
module ram (
    input  wire       clk,
    input  wire       clear,
    input  wire       load_address,
    input  wire       ram_in,
    input  wire       ram_out,
    input  wire [7:0] bus_in,
    output wire [7:0] bus_out
);
    reg [3:0] address;
    reg [7:0] ram [0:15];
    wire [7:0] ram_byte;
    assign ram_byte = ram[address];
    assign bus_out = (ram_out) ? ram_byte : 8'bz;
    always @(posedge clk or posedge clear) begin
        if (clear)
            address <= 0;
        else
            if (load_address)
                address <= bus_in[3:0];
    end
    always @(posedge clk) begin
        if (ram_in)
            ram[address] = bus_in;
    end
endmodule
$ cat flow/run.sh
#!/bin/bash
# OpenROAD 26Q1-2900-gdf79404cd8, Yosys 0.63+post, stock flow scripts
make -C /OpenROAD-flow-scripts/flow DESIGN_CONFIG=/design/flow/config.mk WORK_HOME=/design/flow/orfs finish
$ cat flow/config.mk
export PLATFORM = sky130hd
export DESIGN_NAME = ram
export DESIGN_NICKNAME = ram
export VERILOG_FILES = /design/flow/design.v
export SDC_FILE = /design/flow/constraint.sdc
export NUM_CORES = 4
export LEC_CHECK = 1
export CORE_UTILIZATION = 50
$ cat flow/constraint.sdc
current_design ram

set clk_period 5.8
set clk_io_pct 0.2

create_clock -name clk0 -period $clk_period [get_ports {clk}]

set non_clock_inputs [all_inputs -no_clocks]
set_input_delay [expr $clk_period * $clk_io_pct] -clock clk0 $non_clock_inputs
set_output_delay [expr $clk_period * $clk_io_pct] -clock clk0 [all_outputs]
==> datasheet_impl.txt <==
Characteristics after synthesis and place and route

Parameter                              Value

Logic synthesis
  List of most frequent post-synthesis cells .................. edfxtp_1 (128), mux4_2 (32), a22oi_1 (16), nor2_1 (13), nand2_1 (9)
  Post-synthesis async set-or-reset flop share .................. 3.03%
  Area of the synthesized netlist per yosys stat .................. 5050 um2
  Leading cell type by number of instances after synthesis .................. edfxtp_1
  Area share of fa/ha/maj cells after synthesis .................. 0%
  Dominant combinational cell family by area after synthesis .................. multiplexers
  Number of instances in the synthesized netlist .................. 231
  Number of different library cells in the post-synthesis netlist .................. 19
  Number of synthesized flops with an enable pin .................. 128
  Number of synthesized register bits .................. 132
  Combined area of all synthesized cells .................. 5050 um2
  Sequential share of the synthesized area .................. 78.1%
  Ao+oa area frac .................. 2.38%
  Most area-consuming cells after synthesis .................. edfxtp_1 (76%), mux4_2 (14%), a22oi_1 (2.4%), dfrtp_1 (2.0%), nor2_1 (0.97%)
  Post-synthesis xor/xnor area fraction .................. 0%
  Mux share of post-synthesis cell area .................. 15.2%
  Commonest register cell after synthesis .................. edfxtp_1
  Share of the synthesized area in the top cell type .................. 76.2%
  Library cell with the largest summed area after synthesis .................. edfxtp_1
  Simple Share, Synth .................. 3.22%
  Count of warnings emitted by yosys .................. 2
  Cell count listed in synth_stat.txt .................. 231
  Avg Cell Area, Syn .................. 21.8 um2

Worst setup path
  Data arrival time of the critical path .................. 2.94 ns
  Setup crit start kind .................. flop
  Required time worst endpoint .................. 4.64 ns
  Element type at the critical path end .................. primary output
  Largest driver fanout on the critical path .................. 17
  Worst setup path class .................. reg2out

Route
  Routed Antenna Nets .................. 0
  Wire per inst .................. 21.1 um
  Inserted Diodes .................. 0
  Vias per std cell .................. 5.62
  Initial drt markers .................. 104
  Final wirelength .................. 8.75 mm
  Remaining design rule violation count .................. 0
  DR pass1 iterations .................. 4
  Vias after detailed routing .................. 2332

Place
  Number of buffer cells added on primary ports .................. 19
  Placement-stage worst setup slack .................. 2.15 ns
  Placer's final routability congestion estimate .................. 0.769
  Placed Area .................. 5440 um2
  Cell count after placement .................. 383
  HPWL after detailed placement .................. 5.52 mm

Timing
  Minimum period implied by the final worst setup slack .................. 4.10 ns
  Final worst setup slack .................. 1.70 ns
  Headroom to the max-slew limit .................. 42.0%
  Portion of the clock cycle consumed by the worst path in the final layout .................. 70.6%
  TNS Setup .................. 0 ns
  Slew at the pin with the worst max-slew slack .................. 0.867 ns
  Total count of hold-check failures in the final report .................. 0
  Worst Hold Slack .................. 0.512 ns
  Max-slew violation count .................. 0
  Setup repair after global routing missed its margin .................. no
  Maximum clock rate .................. 244 MHz
  Final setup violating endpoints .................. 0
  Setup clock skew after layout .................. 0.00600 ns

Clock tree
  Clock root cell .................. clkbuf_8
  Total clock sinks .................. 132
  Clk slew on worst S/H paths .................. 0.06 ns
  Post-CTS setup buffer count .................. 0
  Number of instances resized during post-cts repair .................. 0
  CTS Buffer Depth .................. 2
  Clock tree from TritonCTS .................. done
  # H-tree levels .................. 4
  Number of buffers inserted during clock tree synthesis .................. 17
  Number of buffers inserted for hold repair after clock tree synthesis .................. 0
  Insertion delay to the later sink of the worst-skew pair .................. 0.51 ns

GRT
  Global-route wire length before repair .................. 13.9 mm
  Number of global-route vias before repair .................. 2602
  Total grt overflow .................. 0
  Antenna violations before repair .................. 0
  GRT Total Usage .................. 20.8%
  Pin count of the biggest net entering global routing .................. 40

Power and ir drop
  VDD IR-drop max .................. 0.174 mV
  Total power density per cell area .................. 375 nW/um2
  Sum of internal, switching and leakage power .................. 2.25 mW
  Static Leak .................. 1.94 nW

Finish
  Final non-filler cell total .................. 415
  Layout area overhead .................. 19.0%
  Final Instance Area .................. 6010 um2
  Layout cell share with drive strength beyond 1 .................. 28.0%
  Final core utilization .................. 61.5%

Job
  Max-cap violations .................. 0
  Tool warnings .................. 26

Floorplan
  Site row count .................. 36
  Width of the die .................. 102 um
  I/O Pins .................. 21
  Core ar. .................. 9770 um2
  Floorplan core density .................. 51.6%
  Y dimension of the die .................. 102 um
  Chip footprint .................. 10500 um2

Status
  Status .................. complete, no violations

Min path
  Min-delay worst type .................. reg2reg
registers in the layout, indices dropped and copies added (netlist names):
signal	cells
address	4
ram	128
cell families (layout without fill, tap and decap cells):
kind of cell	after synthesis	count (layout)
muxes	36	36
DFF	132	132
buffers and inverters	12	63
and+or+nand+nor	35	35
AOI/OAI and AO/OA	16	16
cell usage in the layout (no fill, tap or decap), drive strengths merged, types with 4 or more instances in the layout:
cell	netlist	routed
nor2	13	13
nor3	4	4
clkinv	0	8
dfrtp	4	4
clkdlybuf4s50	0	19
edfxtp	128	128
clkbuf	2	17
mux2	4	4
buf	9	11
nand2	9	9
mux4	32	32
a22oi	16	16
inv	1	4
final cells by class:
type	instances	area (um2)
well taps	133	166
clock buffers	17	414
clock inverters	15	158
multi-input cells	87	1050
repair buffers	30	273
inverters	1	3.75
fillers	726	3770
flip-flops and latches	132	3950
critical path: stages (launching register included):
cell,delay (ns)
dfrtp_2,0.71
buf_4,0.36
mux4_2,0.54
a22oi_1,0.28
nand2_1,0.12
clkdlybuf4s50_1,0.42
where the power goes:
| group | switching [mW] | leakage [nW] | total, mW | internal [mW] |
|---|---|---|---|---|
| combinational | 0.0803 | 0.460 | 0.167 | 0.0867 |
| clock | 0.388 | 0.274 | 1.00 | 0.613 |
| sequential | 0.0135 | 1.20 | 1.08 | 1.07 |
| total | 0.482 | 1.94 | 2.25 | 1.77 |
path summary, 6_finish.rpt:
kind                                        startpoint                      to  slack, ns  depth (start not counted)
worst max-delay path            address[0]$_DFFE_PP0P_              bus_out[3]       1.70                          5
worst min-delay path            address[1]$_DFFE_PP0P_  address[1]$_DFFE_PP0P_       0.51                          1
worst max register to register  address[0]$_DFFE_PP0P_     ram[9][2]$_DFFE_PP_       3.50                          3
worst min register to register  address[1]$_DFFE_PP0P_  address[1]$_DFFE_PP0P_       0.51                          1
max in group asynchronous                        clear  address[0]$_DFFE_PP0P_       4.82                          2
min in group asynchronous                        clear  address[3]$_DFFE_PP0P_       0.83                          2
layer usage:
metal | share of wire [%] | routed length (um) | GRT usage (%)
met3 | 8.1 | 708 | 8.76
met2 | 51 | 4420 | 31.7
met1 | 40 | 3520 | 33.5
met5 | 0 | 0 | 0
met4 | 1.0 | 91 | 2.31
Power and IR drop assume default switching activity.
