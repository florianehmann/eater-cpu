===== config.mk =====
export PLATFORM = sky130hd
export DESIGN_NAME = program_counter
export DESIGN_NICKNAME = program_counter
export VERILOG_FILES = /design/flow/design.v
export SDC_FILE = /design/flow/constraint.sdc
export NUM_CORES = 4
export LEC_CHECK = 1
export CORE_AREA = 10 10 70 70
export DIE_AREA = 0 0 80 80

===== constraint.sdc =====
current_design program_counter

set clk_period 2.2
set clk_io_pct 0.2

create_clock -name clk0 -period $clk_period [get_ports {clk}]

set non_clock_inputs [all_inputs -no_clocks]
set_input_delay [expr $clk_period * $clk_io_pct] -clock clk0 $non_clock_inputs
set_output_delay [expr $clk_period * $clk_io_pct] -clock clk0 [all_outputs]

===== design.v =====
module program_counter (
    input  wire       clk,
    input  wire       clear,
    input  wire       counter_enable,
    input  wire       counter_out,
    input  wire       jump,
    input  wire [7:0] bus_in,
    output wire [7:0] bus_out
);
    reg [3:0] counter;
    assign bus_out = (counter_out) ? {4'b0, counter} : 8'bz;
    always @(posedge clk or posedge clear) begin
        if (clear)
            counter <= 0;
        else
            if (jump)
                counter <= bus_in[3:0];
            else
                if (counter_enable)
                    counter <= counter + 1;
    end
endmodule

===== run.sh =====
#!/bin/bash
# OpenROAD 26Q1-2900-gdf79404cd8, Yosys 0.63+post, stock flow scripts
make -C /OpenROAD-flow-scripts/flow DESIGN_CONFIG=/design/flow/config.mk WORK_HOME=/design/flow/orfs finish

==> deck_impl_summary.md <==
Physical Implementation Snapshot

Status
  • Status: finished clean

STA
  • Max-slew violations: 0
  • RSZ-0062 raised after global routing: no
  • # setup viols final: 0
  • Final hold vios: 0
  • Peak Freq: around 640 MHz
  • Final setup margin: around 0.63 ns
  • Final Skew: between 0.01 and 0.015 ns
  • Post-layout period usage of the worst path: between 70% and 80%
  • Min Tclk post-route: 1.571 ns
  • TNS Setup: 0 ns
  • Hold WS: 0.3859 ns

Floorplanning
  • Floorplan Utilization: under 10%
  • Die footprint: between 6000 and 7000 sq um
  • Number of core rows: 21
  • Die Wd: ~80 um
  • Die y size: around 80 um
  • Core Box Area: 3416 sq um
  • # IOs: 21

Global routing
  • Vias in the first global route: between 200 and 250
  • GRT Util Overall: about 2.3%
  • Initial antenna violation count: 0
  • Largest net degree at the start of global routing: 8
  • GR Overflow Total: 0
  • First-pass GRT wire length: 1.104 mm

Routing
  • Antenna Nets Post-Route: 0
  • Via Count: between 200 and 250
  • DR vias/cell: 2.422
  • DR iter-0 viols: 3
  • TritonRoute pass-1 iters: 3
  • Detailed-route wire length: 687 um
  • WL/cell: 8.277 um
  • N_diodes: 0
  • Final routed DRC violation total: 0

Synthesis
  • Yosys Chip Area: between 200 and 250 sq um
  • Mean Syn Cell Area: a little under 10 sq um
  • Comb area leader: buffers and inverters
  • Aoi share: 6.417%
  • Distinct lib cells: 12
  • Mux share: 9.091%
  • AND/OR/NAND/NOR Cells, Area Fraction: a little under a tenth
  • Cell count after synthesis: 24
  • Yosys warns: 2
  • Count of state elements after synthesis: 4
  • Mapped cell area: between 200 and 250 sq um
  • Sequential-to-total area share from yosys stat: 42.78%
  • Xor/xnor share: between 10% and 20%
  • Ys cells: 24
  • FA/HA/MAJ Cells, Area Fraction: under 10%

Worst setup path
  • CP required: approximately 1.8 ns
  • Critical Path End Type: primary output
  • Crit-path cells: clkdlybuf4s50_1
  • Launching element type of the critical path: flip-flop
  • Kind of cell adding the most delay to the critical path: buffers and inverters
  • Worst Path Arrival: 1.13 ns
  • Worst Path Buf+Inv: 1
  • Critical path's slowest cell: clkdlybuf4s50_1
  • CP max stage delay: 0.51 ns
  • Max FO, Critical Path: 4
  • Critical path class: flip-flop to primary output

Job
  • OpenROAD warnings: 30
  • Max Cap Viol: 0

Power and ir drop
  • Sw power: 0.06096 mW
  • Worst VDD drop: between 200 and 250 uV
  • Pwr per Cell Area: slightly above 600 nW/um^2
  • Total power: around 0.25 mW
  • Comb pwr share: ~23%
  • Internal: roughly 0.19 mW
  • Fraction of power spent switching nets: approximately 25%
  • Clk pwr share: about two fifths
  • Reg power frac: 37.9%
  • Cell leakage power: 0.1605 nW

Clocking
  • Post-CTS sizing: 0
  • Post-CTS Setup Bufs: 0
  • Post-CTS Hold Buffers: 0
  • TritonCTS buffer count: 3
  • Longest Clk Path Bufs: 2
  • Level count of the clock H-tree: 1
  • Clock Sinks: 4
  • Clock latency (worst-skew pair): 0.24 ns
  • Worst-path clk slew: approximately 0.050 ns
  • CTS tree: yes
  • Root buf cell: clkbuf_4

Finish
  • Largest register FFs: 4
  • Layout cells sized above 1: between 10 and 15%
  • Largest register by flop count: counter
  • Area grow syn2layout: 73.26%
  • Largest regs: counter: 4 flops
  • Post-route cell area: a little over 400 sq um
  • Final core utilization: about an eighth
  • Layout Cells excl Fill: about 83

Place
  • Gpl congestion: 0.7501
  • Placement Setup Slack: around 0.48 ns
  • IO Port Bufs: 11
  • Placed instance area: approximately 380 sq um
  • Placed instance count: 80

Worst hold path
  • Class of the worst hold path: input port to async pin
## cells in the mapped netlist
cell type,count,area [sq um]
dfrtp_1,4,100.1
xnor2_1,2,17.52
inv_1,1,3.750
conb_1,1,3.750
nand2_1,4,15.01
ha_1,1,12.51
mux2i_1,1,10.01
nand4_1,1,6.260
xor2_1,1,8.760
o21ai_0,3,15.01
buf_4,4,30.03
mux2_2,1,11.26
## path summary, 6_finish.rpt
| path | startpoint | to | slack (ns) | cells past startpoint |
|---|---|---|---|---|
| max in group asynchronous | clear | counter[2] | 1.63 | 2 |
| hold / removal | clear | counter[3] | 0.39 | 2 |
| setup / recovery | counter[1] | bus_out[1] | 0.63 | 1 |
| setup reg to reg | counter[0] | counter[2] | 1.13 | 4 |
| min in group clk0 | counter[0] | counter[0] | 0.63 | 2 |
| hold reg to reg | counter[0] | counter[0] | 0.63 | 2 |
## metal layers
| metal | share of wire (%) | wire (um) | vias up | track usage [%] |
|---|---|---|---|---|
| met5 | 0 | 0 | - | 0 |
| met3 | 25 | 172 | 0 | 3.068 |
| met2 | 20 | 139 | 21 | 1.685 |
| met1 | 55 | 375 | 83 | 3.278 |
| met4 | 0 | 0 | 0 | 0.3521 |
| li1 | - | - | 97 | - |
## kinds of logic (layout without fill, tap and decap cells)
logic type | after synthesis | after routing
compound gates | 3 | 3
xor+xnor | 3 | 3
fa+ha+maj | 1 | 1
buf+inv | 5 | 15
flops | 4 | 4
mux | 2 | 2
other cells | 1 | 4
simple gates | 5 | 5
## placed cells by master (no fill, tap or decap)
master           Yosys  final
clkbuf_4             0      3
clkdlybuf4s50_1      0     11
conb_1               1      4
dfrtp_1              4      4
ha_1                 1      1
inv_1                1      1
mux2_2               1      1
mux2i_1              1      1
nand2_1              4      4
nand4_1              1      1
o21ai_0              3      3
xnor2_1              2      2
xor2_1               1      1
## cell type report
type / instances / area [sq um]
well taps: 46 / 57.56
fillers: 398 / 3010
repair buffers: 11 / 110.1
clock buffers: 3 / 22.52
multi-input cells: 18 / 111.4
flip-flops and latches: 4 / 100.1
inverters: 1 / 3.754
## power by group through the flow
stage	clock network, mW	logic (mW)	registers (mW)
global route	0.106	0.0652	0.0951
CTS	0.0990	0.0588	0.0933
finish	0.0956	0.0572	0.0932
Power is estimated from default activity; no workload was simulated.
